--- config.mk ---
export PLATFORM = sky130hd
export DESIGN_NAME = rgb_to_grayscale
export DESIGN_NICKNAME = rgb_to_grayscale
export VERILOG_FILES = /design/flow/design.v
export SDC_FILE = /design/flow/constraint.sdc
export NUM_CORES = 4
export LEC_CHECK = 1
export CORE_AREA = 10 10 91 91
export DIE_AREA = 0 0 101 101
--- constraint.sdc ---
current_design rgb_to_grayscale

set clk_period 4.1
set clk_io_pct 0.2

create_clock -name clk0 -period $clk_period [get_ports {clk}]

set non_clock_inputs [all_inputs -no_clocks]
set_input_delay [expr $clk_period * $clk_io_pct] -clock clk0 $non_clock_inputs
set_output_delay [expr $clk_period * $clk_io_pct] -clock clk0 [all_outputs]
--- design.v ---
`timescale 1ns / 1ps
module rgb_to_grayscale(
    input clk,
    input rst,
    input [7:0] red_i,
    input [7:0] green_i,
    input [7:0] blue_i,
    input done_i,
    output reg [7:0] grayscale_o,
    output reg done_o
    );
always @(posedge clk) begin
    if(rst) begin
        grayscale_o <= 0;
        done_o <= 0;
    end else begin
        if(done_i == 1) begin
            grayscale_o <= (red_i>>2) + (red_i>>5) + (green_i>>1) + (green_i>>4) + (blue_i>>4) + (blue_i>>5);
            done_o <= 1'b1;
        end else begin
            grayscale_o <= 0;
            done_o <= 0;
        end
    end
end
endmodule
--- run.sh ---
#!/bin/bash
# OpenROAD 26Q1-2900-gdf79404cd8, Yosys 0.63+post, stock flow scripts
make -C /OpenROAD-flow-scripts/flow DESIGN_CONFIG=/design/flow/config.mk WORK_HOME=/design/flow/orfs finish
==> notes.md <==
Synthesis and PnR results.

- The flow ran to the end, and the final reports show no timing, DRC or antenna violations.
- The placement-stage worst setup slack is -0.07414 ns.
- STA lists the maximum fanout along the critical path as 3.
- The finished layout holds 206 standard cells, fillers aside.
- The netlist uses 21 different library cells.
- The growth of design area from synthesis to finish is 53.54%.
- The starting density of the core reads 14.46%.
- The slowest stage of the critical path is the fa_2 cell.
- Per STA, the worst path accumulates the most delay in the family adder cells.
- The total die size reads 10200 µm².
- The power report attributes to the combinational group a share of 58.0%.
- The detailed-route DRC error count is 0.
- The required arrival time at the worst endpoint is 4.19 ns.
- The internal cell power is 0.0003354 W.
- Counting stages on the worst path, the most repeated cell is inv_1.
- The total of endpoints with negative setup slack in the final report is 0.
- The most frequent standard cell in the layout excluding fill and tap cells is clkdlybuf4s50_1.
- The top-level port count is 36.
- The global-route wire length before repair is 3111 µm.
- The fraction of the yosys area taken by sequential cells reads 19.62%.
- The tightest hold path in the finished design has a slack of 1.284 ns.
- The tool warning count for the run is 32.
- The highest layer used for signal routing reads met4.
- For this run the detailed placement stage logged an HPWL of 1864 µm.
- The area reported by Yosys stat reads 918.4 µm².
- The filler cell count is 653.
- The horizontal die size is 101 µm.
- The wire length the detailed router placed on met1 is 839 µm.
- The clock network is responsible for 19.7% of the overall power.
- For the worst setup path, the data arrival time is 4.02 ns.
- The post-layout minimum cycle time reads 3.925 ns.
- The weighted congestion at the end of routability-driven global placement reads 0.7627.
- In this run the clock root is driven by a clkbuf_8.
- The count of pins over their slew limit reads 0.
- The number of warning messages in the yosys log is 1.
- The number of vias per cell is 3.340.
- The final setup slack of the worst path reads 0.1752 ns.
- The placement report lists the number of port buffers as 28.
- Per the cell usage report, the commonest logic cells after layout are 28 x clkdlybuf4s50_1, 25 x inv_1, 14 x fa_1, 12 x ha_1, 10 x buf_4.
- The core area reads 6350 µm².
- The iteration count recorded for the first detailed-route pass is 4.
- The mean area per synthesized cell reads 10.44 µm².
- The first routing iteration left 16 violations.
- The registers of the reported paths see a clock transition of 0.04 ns.
- In this run the critical path is formed by clkdlybuf4s50_1, inv_1, fa_1, inv_1, fa_1, inv_1, fa_2, inv_1, ha_1, a211oi_1, nor2_1, nand4b_1, o311ai_2.
- The power per cell area reads 351.0 nW/µm².
- The floorplan has 29 rows.
- The sequential share of power reads 22.3%.
- The average detailed-routed wire length per instance is 9.544 µm.
- The endpoint type of the worst setup path reads a register.
- Per the final layout report, the fraction of cells sized above drive strength 1 comes to 13.95%.
- The tool flagged a number of max-cap violations equal to 0.
- Buffers inserted to repair hold after CTS numbered 0.
- Endpoints failing hold in the final report were tallied at 0.
- The final report gives the core utilization as 22.21%.
- In this design, the stage delay of the slowest critical-path cell is 0.60 ns.
- Entering global routing, the biggest net connects 9 pins.
- Global routing consumed, over all layers together, 3.785% of the routing resources.
- The leakage power is 0.6516 nW.
- The number of buffers inserted to repair setup after CTS reads 0.
- The endpoint of the worst hold-timing path is grayscale_o[1].
- The number of buffer and inverter instances along the worst setup path is 5.
- The met3 wirelength from detailed routing is 133 µm.
- The maximum root-to-sink buffer count is 2.
- The cell area that synthesis handed to floorplanning was 918.4 µm².
- After global routing the overflow that remains totals 0.
- The initial antenna violation count reads 0.
- STA lists the startpoint of the worst hold path as done_i.
- Per the breakdown, switching nets consume 32.24% of all power.
- Per the timing report, the achievable frequency comes out to 254.8 MHz.
- The synthesis-stage register bit count reads 9.
- The via count of the first global-routing pass is 720.
- The height of the chip is 101 µm.
- The maximum ir drop on the vdd rail reads 0.0001799 V.
- The cell count after synthesis came out at 88.
- The switching power is 0.0001596 W.
- The final route contains 688 vias.
- The cell count in the Yosys report reads 88.
- The start-to-end type of the worst setup path reads primary input to register.
- The met2 wirelength from detailed routing reads 959 µm.
- The class of the worst hold path is primary input to register.
- The CTS tree reads yes.
- The final clock period utilization by the worst path is 95.73%.
- The count of antenna-violating nets left after detailed routing reads 0.
- Checking max transition, the worst relative margin is 83.92%.
- The transition at the pin with the smallest max-transition slack reads 0.2378 ns.
- Hold analysis shows the worst path with a depth of 3.
- The setup TNS reads 0 ns.
- Looking at the clock tree report, the H-tree level count equals 1.
- Setup repair after global routing left no endpoint under its margin.
- The antenna cell count reads 0.
- The number of clock sinks is 9.
- The placed cell count is 202.
- The total length of routed wires is 1966 µm.
- The nature of the critical path startpoint reads a primary input.
- In this run, CTS created clock tree buffers numbering 3.
## per-layer routing
layer  vias to the layer above  global-route usage (%)
met1                       312                   4.908
li1                        356                       -
met2                        18                   5.848
met4                         0                  0.7503
met5                         -                       0
met3                         2                   1.525
## power groups by stage
stage	Clock [W]	Sequential (W)	Combinational (W)
CTS	0.000100	0.000111	0.000294
global route	0.000108	0.000111	0.000333
finish	0.0000975	0.000110	0.000287
## what timing repair did
item,in CTS,in global routing
endpoints found under the hold margin,0,0
resized,0,2
endpoints found under the setup margin,0,1
## state kept, by name, indices dropped and copies added, names as in the netlist
signal,count
done_o,1
grayscale_o,8
## synthesized netlist by cell type, drive strengths merged
| master | count | share of area (%) |
|---|---|---|
| inv | 26 | 11 |
| fa | 15 | 33 |
| ha | 12 | 16 |
| dfxtp | 9 | 20 |
| nor3 | 5 | 2.7 |
| nor2 | 3 | 1.2 |
| a211oi | 2 | 1.6 |
| and2 | 2 | 1.4 |
| nor2b | 2 | 1.4 |
| o21a | 2 | 1.6 |
| a21o | 1 | 0.82 |
| and4b | 1 | 1.5 |
| buf | 1 | 1.6 |
| nand2b | 1 | 1.5 |
| nand3b | 1 | 0.82 |
| nand4b | 1 | 0.95 |
| nor3b | 1 | 0.82 |
| nor4b | 1 | 0.95 |
| o21ai | 1 | 0.54 |
| o311ai | 1 | 0.95 |
## per-stage QoR
stage,cell area [µm²],power (W)
final,1410,0.0004950
after detailed placement,1355,0.0004040
after floorplan,918.4,0.0002787
after global routing,1410,0.0005521
after global placement,1355,0.0004042
after CTS,1400,0.0005052
## area by class of cell
type                    count  area (µm²)  share of cell area [%]
repair buffers             38       355.3                   25.20
inverters                  26       100.1                   7.099
clock buffers               4       45.04                   3.194
flip-flops and latches      9       180.2                   12.78
well taps                  77       96.34                   6.832
multi-input cells          52       633.1                   44.90
## logic make-up (layout without fill, tap and decap cells)
| group | count (synthesis) | in the layout | synth area share (%) |
|---|---|---|---|
| buf+inv | 27 | 68 | 12.53 |
| flops | 9 | 9 | 19.62 |
| fa+ha+maj | 27 | 27 | 49.05 |
| compound gates | 7 | 7 | 5.585 |
| simple gates | 18 | 18 | 13.21 |
## worst max-delay path by stage
stage        start        endpoint  slack [ns]  cells after the start
4_1_cts   red_i[5]  grayscale_o[7]        0.14                     12
5_1_grt   red_i[5]  grayscale_o[7]       0.006                     13
6_report  red_i[5]  grayscale_o[7]        0.18                     13
Power and IR drop assume default switching activity.
