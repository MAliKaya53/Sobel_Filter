## constraint.sdc

```tcl
current_design sobel_calc

set clk_period 3.3
set clk_io_pct 0.2

create_clock -name clk0 -period $clk_period [get_ports {clk}]

set non_clock_inputs [all_inputs -no_clocks]
set_input_delay [expr $clk_period * $clk_io_pct] -clock clk0 $non_clock_inputs
set_output_delay [expr $clk_period * $clk_io_pct] -clock clk0 [all_outputs]
```

## design.v

```verilog
`timescale 1ns / 1ps
module sobel_calc(
    input clk,
    input rst,
    input [7:0] d0_i,
    input [7:0] d1_i,
    input [7:0] d2_i,
    input [7:0] d3_i,
    input [7:0] d4_i,
    input [7:0] d5_i,
    input [7:0] d6_i,
    input [7:0] d7_i,
    input [7:0] d8_i,
    input done_i,
    output reg [7:0] grayscale_o,
    output done_o
    );
reg [9:0] gx_p;  
reg [9:0] gx_n;  
reg [9:0] gx_d;  
reg [9:0] gy_p;  
reg [9:0] gy_n;  
reg [9:0] gy_d;  
reg [9:0] g_sum;  
reg [3:0] done_shift;
always @(posedge clk) begin
    if(rst) begin
        gx_p <= 0;
        gx_n <= 0;
    end else begin
        gx_p <= d6_i + (d3_i << 1) + d0_i;
        gx_n <= d8_i + (d5_i << 1) + d2_i;
    end
end
always @(posedge clk) begin
    if(rst) begin
        gy_p <= 0;
        gy_n <= 0;
    end else begin
        gy_p <= d0_i + (d1_i << 1) + d2_i;
        gy_n <= d6_i + (d7_i << 1) + d8_i;
    end
end
always @(posedge clk) begin
    if(rst) begin
        gx_d <= 0;
    end else begin
        gx_d <= (gx_p >= gx_n) ? (gx_p - gx_n): (gx_n - gx_p);
    end
end
always @(posedge clk) begin
    if(rst) begin
        gy_d <= 0;
    end else begin
        gy_d <= (gy_p >= gy_n) ? (gy_p - gy_n): (gy_n - gy_p);
    end
end
always @(posedge clk) begin
    if(rst) begin
        g_sum <= 0;
    end else begin
        g_sum <= gx_d + gy_d;
    end
end
always @(posedge clk) begin
    if(rst) begin
        grayscale_o <= 0;
    end else begin
        grayscale_o <= (g_sum >= 8'd60) ? 8'd225 : g_sum[7:0];
    end
end
always @(posedge clk) begin
    if(rst) begin
        done_shift <= 0;
    end else begin
        done_shift <= {done_shift[2:0], done_i};
    end
end
assign done_o = done_shift[3];
endmodule
```

## run.sh

```bash
#!/bin/bash
# OpenROAD 26Q1-2900-gdf79404cd8, Yosys 0.63+post, stock flow scripts
make -C /OpenROAD-flow-scripts/flow DESIGN_CONFIG=/design/flow/config.mk WORK_HOME=/design/flow/orfs finish
```

## config.mk

```make
export PLATFORM = sky130hd
export DESIGN_NAME = sobel_calc
export DESIGN_NICKNAME = sobel_calc
export VERILOG_FILES = /design/flow/design.v
export SDC_FILE = /design/flow/constraint.sdc
export NUM_CORES = 4
export LEC_CHECK = 1
export CORE_UTILIZATION = 40
```

==> Slide: Implementation Results <==
Implementation Results

Final timing
  – RSZ-0062 raised after global routing: false
  – Period utilization: 94.8%
  – Final Critical Period: 3130 ps
  – Hold WS: 435 ps
  – Final Setup Violations: 0
  – Slew headroom: 47.7%
  – Clock skew: 4.34 ps
  – Final WS setup: 170 ps
  – Setup TNS: 0 ps
  – Max Fclk: 0.320 GHz
  – Worst Tran Pin Value: 784 ps
  – Final hold violations: 0
  – Fin. max-slew vios: 0

CTS
  – Clock H-tree levels: 3
  – Setup bufs post-CTS: 0
  – Clk latency of the worst-skew pair: 330 ps
  – CTS root buffer: clkbuf_16
  – Post-CTS resize count: 0
  – CTS buffer count: 9
  – CTS tree: yes
  – CTS Sinks: 82
  – Clk buf depth: 2
  – Reg clk slew, reported paths: 60 ps
  – CTS Hold Bufs: 0

Logic synthesis
  – Post-synth EDFFs: 0
  – YS chip area: 5990 um^2
  – Cells in synth_stat.txt: 641
  – Synth warn: 1
  – Cell Type Count: 59
  – Post-synth top flop: dfxtp_1
  – Synth Seq Share: 27.4%
  – Syn_area_per_cell: 9.34 um^2
  – Post-Syn Instances: 641
  – Yosys reg bits: 82
  – Asr flop ratio synth: 0%
  – Syn Std Cell Area: 5990 um^2

Cells and area
  – Cell Count, Final, Fillers Out: 911
  – Gate Area: 4050 um^2
  – Top Layout Cells: 82 x dfxtp_1, 81 x ha_1, 74 x clkdlybuf4s50_1, 69 x nor2_1, 65 x inv_1
  – Most instantiated logic cell after routing: dfxtp_1
  – Fillers: 1308
  – Layout cells sized above 1: 7.70%
  – Area grow syn2layout: 22.4%
  – Reg area: 1640 um^2
  – Final instance area: 7330 um^2

Status
  – Status: complete, no violations

Drt
  – Vias per cell: 4.92
  – Vias: 4481
  – DRC Markers: 0
  – Initial DRC count: 125
  – DRT Pass-1 Iters: 4
  – Antenna Violating Nets Remaining: 0
  – Drt wl/cell: 13.8 um
  – Final WL: 12.5 mm
  – Inserted Diodes: 0

Critical path
  – Critical Path Fanout Max: 2
  – Most frequent CP cell: fa_1
  – Type of the worst setup path: in -> reg
  – Crit path DAT: 3310 ps
  – CP Cell Sequence: clkdlybuf4s50_1 -> buf_4 -> fa_1 -> ha_2 -> fa_1 -> a21o_1 -> a21oi_1 -> nor2b_1 -> o21ai_0 -> nand2b_1 -> a211oi_2 -> nor3_1
  – Slowest CP cell: fa_1
  – Crit path required time: 3480 ps
  – Setup crit end kind: flop
  – Max stage delay on crit path: 470 ps
  – Critical path startpoint category: input port

Worst hold path
  – Hold Crit Class: reg -> reg

Run
  – OpenROAD warnings: 51
  – Max Cap Viol: 0

Pwr
  – Max rail drop VDD: 0.278 mV
  – Leak Pwr: 0.00330 uW
  – Switch Pwr: 1920 uW
  – Sw Ratio: 37.3%
  – Clock share of power: 20.3%
  – Power share of the sequential group: 26.9%
  – Logic pwr share: 52.8%
  – Pwr/cell area: 701 nW/um^2
  – Internal power: 3220 uW

Placement
  – Place WS: -361 ps
  – Placed Instances: 895
  – Routability cong.: 0.906
  – Post-DP Area: 6960 um^2
  – DPL Wire Length: 10.6 mm
  – PortBufs: 75

Die
  – Die area: 15500 um^2
  – Fp_density: 41.0%
  – # IOs: 84
  – Die height: 124 um
  – Row cnt: 44
  – Core area: 14600 um^2
  – Die Wd: 124 um

Global route
  – Initial antenna violation count: 0
  – Grt ovf: 0
  – Largest net degree at the start of global routing: 46
  – Total GRT Usage: 17.4%
  – Vias in the first global route: 4469
  – First-pass GRT wire length: 21.3 mm
==> path summary, 6_finish.rpt <==
check                                 from                  endpoint  slack (ps)  cells after the start
setup / recovery                   d0_i[1]        gy_p[9]$_SDFF_PP0_         170                     12
hold reg to reg   done_shift[2]$_SDFF_PP0_  done_shift[3]$_SDFF_PP0_         430                      1
hold / removal    done_shift[2]$_SDFF_PP0_  done_shift[3]$_SDFF_PP0_         430                      1
setup reg to reg        gy_p[0]$_SDFF_PP0_        gy_d[8]$_SDFF_PP0_         590                     10
==> per-layer routing <==
layer,global-route usage [%],vias up,routed length [um]
met5,0,-,0
met4,4.18,0,317
met1,25.8,2026,5950
li1,-,2324,-
met2,27.9,112,5770
met3,2.32,19,509
==> sequential cells by signal, indices dropped and copies added, names as in the netlist <==
| register | cells |
|---|---|
| gx_d | 10 |
| gy_p | 10 |
| gx_p | 10 |
| gy_d | 10 |
| done_shift | 4 |
| g_sum | 10 |
| gx_n | 10 |
| gy_n | 10 |
| grayscale_o | 8 |
==> per-stage QoR <==
step,utilization (%),power [uW]
2_1_floorplan,-,3420
3_3_place_gp,47.7,4090
3_5_place_dp,47.7,4090
4_1_cts,49.9,5170
5_1_grt,50.2,5600
6_report,50.2,5140
==> layout make-up <==
class / instances / share of cell area, %
multi-input cells: 476 / 55.3
flip-flops and latches: 82 / 22.4
inverters: 65 / 3.33
repair buffers: 88 / 11.5
clock buffers: 10 / 3.12
clock inverters: 6 / 1.23
well taps: 184 / 3.14
==> power by group through the flow <==
| stage | Sequential, uW | Combinational (uW) | Clock (uW) |
|---|---|---|---|
| CTS | 1390 | 2710 | 1070 |
| global route | 1420 | 3060 | 1120 |
| finish | 1380 | 2710 | 1040 |
==> cells by family after synthesis <==
group           after synthesis  share of synthesized area [%]
compound gates              120                           13.9
xor+xnor                     32                           4.68
fa+ha+maj                   120                           29.7
buf+inv                      83                           5.69
flops                        82                           27.4
mux                          16                           2.78
simple gates                188                           15.8
==> critical path, delay by kind of cell <==
kind                     cells  cell delay (ps)
adder cells (fa/ha/maj)      3             1100
AND-OR/OR-AND                4              700
buffers and inverters        2              560
AND/OR/NAND/NOR              3              280
==> Yosys cell counts, types with 3 or more instances <==
cell       n  share of area (%)
and2_1     5               0.52
buf_2      5               0.42
mux2_1     5               0.94
nor2_1    69                4.3
or2_2      3               0.31
o21ai_0   20                1.7
inv_1     65                4.1
nor2b_1   43                4.5
xor2_1    13                1.9
nand2_1   15               0.94
a221oi_1   3               0.44
clkbuf_1   5               0.31
nand3_1    8               0.67
dfxtp_1   82                 27
a21oi_1   29                2.4
a41oi_1    3               0.44
fa_1      37                 12
a31oi_1    5               0.52
and3_1     9               0.94
nand2b_1   6               0.63
a21o_1    19                2.4
mux2i_1   11                1.8
o21a_1     8                1.0
o41ai_1    3               0.44
xnor2_1   19                2.8
a211oi_1   8                1.0
nor3_1    17                1.4
a311oi_1   3               0.44
buf_1      4               0.25
ha_1      83                 17
No activity file was given, so power comes from the tool's default toggle rates.
