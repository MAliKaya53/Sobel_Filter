[design/flow/config.mk]
export PLATFORM = sky130hd
export DESIGN_NAME = grayscale_to_rgb
export DESIGN_NICKNAME = grayscale_to_rgb
export VERILOG_FILES = /design/flow/design.v
export SDC_FILE = /design/flow/constraint.sdc
export NUM_CORES = 4
export LEC_CHECK = 1
export CORE_AREA = 10 10 70 70
export DIE_AREA = 0 0 80 80
[design/flow/constraint.sdc]
current_design grayscale_to_rgb

set clk_period 1.0
set clk_io_pct 0.2

create_clock -name clk0 -period $clk_period [get_ports {clk}]

set non_clock_inputs [all_inputs -no_clocks]
set_input_delay [expr $clk_period * $clk_io_pct] -clock clk0 $non_clock_inputs
set_output_delay [expr $clk_period * $clk_io_pct] -clock clk0 [all_outputs]
[design/flow/design.v]
`timescale 1ns / 1ps
module grayscale_to_rgb(
    input clk,
    input rst,
    input [7:0] grayscale_i,
    input done_i,
    output reg [7:0] red_o,
    output reg [7:0] green_o,
    output reg [7:0] blue_o,
    output reg done_o
    );
always @(posedge clk) begin
    if(rst) begin
        red_o   <= 8'd0;
        green_o <= 8'd0;
        blue_o  <= 8'd0;
        done_o  <= 1'd0;
    end else begin
        if(done_i) begin
            red_o   <= grayscale_i;
            green_o <= grayscale_i;
            blue_o  <= grayscale_i;
        end
        done_o <= done_i;
    end
end
endmodule
[design/flow/run.sh]
#!/bin/bash
# OpenROAD 26Q1-2900-gdf79404cd8, Yosys 0.63+post, stock flow scripts
make -C /OpenROAD-flow-scripts/flow DESIGN_CONFIG=/design/flow/config.mk WORK_HOME=/design/flow/orfs finish
==> results_slide.txt <==
Run Summary

Floorplan
  – Fp_density: 0.1267
  – Die Area: 6400 um2
  – Die width: 80 um
  – Placeable Area: 3416 um2
  – I/O pin count: 36
  – Die extent in y: 80 um
  – Core Rows: 21

GRT
  – Vias in the first global route: 424
  – GRT Total Usage: 0.04330
  – Pin count of the biggest net entering global routing: 10
  – Grt total ovfl: 0
  – Initial antenna violation count: 0
  – Global-route wire length before repair: 2194 um

Final layout
  – Share of layout cells above drive strength 1: 0.5526
  – Syn-to-layout area delta: 90.46%

Synth
  – Post-Syn Instances: 44
  – Syn Std Cell Area: 432.9 um2
  – Area reported by Yosys stat: 432.9 um2
  – Yosys Instances: 44
  – Top cells by area: dfxtp_1 (42%), buf_4 (28%), mux2i_1 (18%)
  – Number of distinct library cells after synthesis: 7
  – Cell taking the most area after synthesis: dfxtp_1
  – Avg Cell Area, Syn: 9.839 um2
  – Synth warn: 1
  – Largest type area fraction: 0.4162
  – #FFs+latches synth: 9
  – Post-synth seq share: 0.4162

Worst setup path
  – Crit path max fanout: 3
  – CP required: 0.80 ns
  – WS Path Type: reg2out
  – CP arrival: 0.79 ns
  – Startpoint type of the worst setup path: register
  – Crit. End Element: output pin

Run
  – Max-Cap Viols: 0
  – OpenROAD warnings: 27

STA
  – Final TNS setup: 0 ns
  – Worst-margin pin slew: 0.1492 ns
  – Final Setup Violations: 0
  – Fin. Hold Viols: 0
  – Max-slew violation count: 0
  – Slew HR: 0.8977
  – Max Freq: 1.008 GHz
  – Setup Skew: 0 ns
  – Final worst slack: 0.007839 ns
  – Tmin final: 0.9922 ns
  – RSZ-0062 raised after global routing: true
  – Final period util: 0.9922

Pwr
  – LEAKAGE: 0.3948 nW
  – Comb pwr share: 0.246
  – Clock Power Share: 0.304
  – Int Pwr: 0.7009 mW
  – NetSw: 0.1903 mW
  – Worst VDD drop: 0.3660 mV
  – Sw Ratio: 0.2136
  – Part of the power in registers: 0.450
  – Power Density: 1081 nW/um2

Routing
  – Via density per instance: 3.057
  – Diode count: 0
  – Initial detailed-routing violation count: 11
  – WL per Instance: 11.45 um
  – Post-detailed-route count of antenna-violating nets: 0
  – Routed WL: 1397 um
  – DRC viols: 0
  – Vias post-DR: 373
  – DR pass1 iterations: 4

Outcome
  – Status: complete, no violations

Clock network
  – CTS H-tree lvls: 1
  – Clock latency at the later pin of the worst-skew pair: 0.26 ns
  – Clock Pin Slew Worst Setup and Hold Paths: 0.06 ns
  – CTS tree: done
  – Worst-case clock buffer depth: 2
  – Clk sink count: 9
  – CTS root buf: clkbuf_4
  – Total CTS buffers: 3

Place
  – Port buffer count: 35
  – Global placement routability congestion: 0.6846
  – DP HPWL: 1101 um
  – Post-placement setup slack: -0.1998 ns

Hold path
  – Worst Hold Class: reg2reg
==> cells in the mapped netlist <==
| library cell | n |
|---|---|
| buf_6 | 1 |
| nor2_1 | 8 |
| clkbuf_2 | 1 |
| dfxtp_1 | 9 |
| nor2b_1 | 1 |
| mux2i_1 | 8 |
| buf_4 | 16 |
==> repair_timing <==
| action | in CTS | in global routing |
|---|---|---|
| setup buffers | 10 | 0 |
| resized | 85 | 12 |
| hold buffers | 0 | 0 |
| endpoints found under the setup margin | 25 | 16 |
==> state kept, by name, indices dropped and copies added (netlist names) <==
register,count
done_o,1
red_o,8
==> kinds of logic (layout without fill, tap and decap cells) <==
kind of cell	count (synthesis)	count (layout)	synth area share
buffers and inverters	18	50	0.3150
DFF	9	9	0.4162
muxes	8	8	0.1850
and+or+nand+nor	9	9	0.08383
==> cell type report <==
class                           instances  area (um2)
Clock buffer                            4       26.28
Fill cell                             386        2591
Multi-Input combinational cell         17       116.4
Sequential cell                         9       190.2
Tap cell                               46       57.56
Timing Repair Buffer                   46       434.2
==> critical path, stage by stage (launching register included) <==
cell	delay [ns]
dfxtp_2	0.32
buf_6	0.11
buf_6	0.10
==> layout by cell type (no fill, tap or decap), types with 3 or more instances in the layout <==
cell type        instances
buf_6                   17
clkdlybuf4s50_1         10
nor2_1                   8
dfxtp_2                  8
clkbuf_4                 3
mux2i_1                  8
buf_2                    5
clkbuf_2                 5
buf_4                    3
clkdlybuf4s15_1          5
==> through the flow <==
step | cells | power (mW) | cell area (um2) | util | hold WS (ns)
floorplan | 44 | 0.4823 | 432.9 | - | 0.3472
global placement | 110 | 0.6060 | 739.5 | 0.2165 | 0.5274
detailed placement | 110 | 0.6082 | 739.5 | 0.2165 | 0.5389
CTS | 124 | 0.9158 | 833.3 | 0.2440 | 0.5307
global route | 122 | 0.9474 | 824.5 | 0.2414 | 0.5772
finish | 122 | 0.8912 | 824.5 | 0.2414 | 0.5273
==> worst paths after layout <==
check / from / to / slack (ns) / cells past startpoint
setup / recovery: red_o[6]$_SDFFE_PP0P_ / blue_o[6] / 0.008 / 2
hold / removal: red_o[2]$_SDFFE_PP0P_ / red_o[2]$_SDFFE_PP0P_ / 0.53 / 2
setup reg to reg: red_o[3]$_SDFFE_PP0P_ / red_o[3]$_SDFFE_PP0P_ / 0.17 / 4
hold reg to reg: red_o[2]$_SDFFE_PP0P_ / red_o[2]$_SDFFE_PP0P_ / 0.53 / 2
==> power groups by stage <==
stage | clock (mW) | combinational, mW | sequential, mW
CTS | 0.292 | 0.222 | 0.402
global route | 0.301 | 0.240 | 0.406
finish | 0.271 | 0.219 | 0.401
==> routing by layer <==
metal,track usage,routed length [um]
met1,0.04723,570
met2,0.06902,619
met3,0.03182,197
met4,0.003521,10
met5,0,0
Power and IR drop assume default switching activity.
